<file path="design/flow/config.mk">
export PLATFORM = sky130hd
export DESIGN_NAME = majority
export DESIGN_NICKNAME = majority
export VERILOG_FILES = /design/flow/design.v
export SDC_FILE = /design/flow/constraint.sdc
export NUM_CORES = 4
export LEC_CHECK = 1
export CORE_AREA = 10 10 100 100
export DIE_AREA = 0 0 110 110
</file>
<file path="design/flow/constraint.sdc">
current_design majority

set clk_period 11.8
set clk_io_pct 0.2

create_clock -name clk0 -period $clk_period

set non_clock_inputs [all_inputs -no_clocks]
set_input_delay [expr $clk_period * $clk_io_pct] -clock clk0 $non_clock_inputs
set_output_delay [expr $clk_period * $clk_io_pct] -clock clk0 [all_outputs]
</file>
<file path="design/flow/design.v">
module majority #(
    parameter N = 32
) (
    input [N-1:0] seq,
    output out
);
  reg major;
  assign out = major;
  integer i;
  integer ones = 0;
  integer zeros = 0;
  always @(*) begin
    ones = 0;
    zeros = 0;
    for (i = 0; i < N; i = i + 1) begin
      if (seq[i] == 1'b1) begin
        ones = ones + 1;
      end else begin
        zeros = zeros + 1;
      end
    end
    if (ones >= zeros) begin
      major = 1'b1;
    end else begin
      major = 1'b0;
    end
  end
endmodule
</file>
<file path="design/flow/run.sh">
#!/bin/bash
# OpenROAD 26Q1-2900-gdf79404cd8, Yosys 0.63+post, stock flow scripts
make -C /OpenROAD-flow-scripts/flow DESIGN_CONFIG=/design/flow/config.mk WORK_HOME=/design/flow/orfs finish
</file>
==> qor.yml <==
synth_area_mm2: 0.0107
firstError: "[ERROR GPL-0301] Utilization 159.916 % exceeds 100%."
die_w_um: 110
ys_cells: 1407
stop_stage: "global placement without I/O (3_1_place_gp_skip_io)"
ys_seq_share_pct: 0
synthDistinctLibCells: 108
synth.top_cell.area_share_pct: 11.6
yosysWarnings: 1
syn_inst: 1407
common_cells: "nand2_1 (145), xnor2_1 (142), nor2_1 (103)"
synth_top_cell_by_area: "xnor2_1"
top_cell: "nand2_1"
rows: 32
area_leaders: "xnor2_1 (12%), ha_1 (11%), nand2_1 (5.1%)"
die_h_um: 110
fp_util_pct: 137
status: "aborted with a tool error"
ys_chip_area_mm2: 0.0107
avgSynthCellArea_um2: 7.60
[logic make-up after synthesis]
kind of cell	after synthesis	synth area share, %
other cells	2	0.0702
xor+xnor	271	31.1
simple gates	556	27.3
fa+ha+maj	92	10.7
buf+inv	115	4.51
compound gates	319	20.9
mux	52	5.37
