**flow/run.sh**
```bash
#!/bin/bash
# OpenROAD 26Q1-2900-gdf79404cd8, Yosys 0.63+post, stock flow scripts
make -C /OpenROAD-flow-scripts/flow DESIGN_CONFIG=/design/flow/config.mk WORK_HOME=/design/flow/orfs finish
```
**flow/config.mk**
```make
export PLATFORM = sky130hd
export DESIGN_NAME = full_adder_32bit
export DESIGN_NICKNAME = full_adder_32bit
export VERILOG_FILES = /design/flow/design.v
export SDC_FILE = /design/flow/constraint.sdc
export NUM_CORES = 4
export LEC_CHECK = 1
export CORE_AREA = 10 10 91 91
export DIE_AREA = 0 0 101 101
```
**flow/constraint.sdc**
```tcl
current_design full_adder_32bit

set clk_period 16.0
set clk_io_pct 0.2

create_clock -name clk0 -period $clk_period

set non_clock_inputs [all_inputs -no_clocks]
set_input_delay [expr $clk_period * $clk_io_pct] -clock clk0 $non_clock_inputs
set_output_delay [expr $clk_period * $clk_io_pct] -clock clk0 [all_outputs]
```
**flow/design.v**
```verilog
module full_adder_32bit (a,b,cin,sum,cout);
  input [31:0] a,b;
  input cin;
  output [31:0] sum,cout;
  genvar g;
  full_adder fa0(a[0], b[0], cin, sum[0], cout[0]);
  generate  
    for(g = 1; g<32; g=g+1) begin
      full_adder fa(a[g], b[g], cout[g-1], sum[g], cout[g]);
    end
  endgenerate
endmodule
module full_adder (a, b, cin, sum, cout);
  input a, b, cin;
  output sum, cout;
assign sum = a^b^cin;
assign cout = (a & b) | (b & cin) | (a & cin);
endmodule
```
==> CHANGELOG.md <==
### Metrics

* Distinct lib cells at 3
* Fin cells at 265
* Failing checks: setup timing
* GRT Total Usage at 0.0723
* Dominant logic cell types in the final layout: clkdlybuf4s50_1, fa_2, buf_4
* Antenna cell count at 0
* Internal at 0.0000650 W
* Worst Hold Class: in2out
* Cell count in the Yosys report at 106
* Vias in the first global route at 1150
* Core area at 6350 sq um
* Gate Count Post-Synth at 106
* Seq pwr share at 0
* Critical Path Start Type: input port
* Die Y at 101 um
* Boundary Pins at 129
* Setup CP Type: in2out
* Slew headroom at 0.908
* Critical path arrival at 15.10 ns
* Logic cell area at 718 sq um
* Via count at 962
* DP HPWL at 3.85 mm
* Drt pass-1 iters at 3
* Max-cap violations at 0
* Slew of the pin with the lowest slew margin at 0.138 ns
* Max incr delay on CP at 0.39 ns
* Max Clock Freq at 54.6 MHz
* Die width at 101 um
* Hold Buf Count CTS at 0
* Post-synthesis instance area at 1160 sq um
* Pwr Density at 39.3 nW/um^2
* OpenROAD warning count at 35
* VDD IR max at 0.0000169 V
* Site Rows at 29
* Synth Seq Share at 0
* Initial antenna violation count at 0
* Routed len/inst at 15.1 um
* Static leakage at 0.890 nW
* Post-Route WL at 4.01 mm
* Min Tclk post-route at 18.30 ns
* Combinational group share of total power at 1.000
* Gr ovfl total at 0
* Residual DRC at 0
* CP max FO at 2
* Yosys synthesis chip area at 1160 sq um
* Critical Path End Type: primary output
* RSZ-0062 raised after global routing: yes
* Status: finished with violations
* Vias/cell at 3.63
* Pin count of the biggest net entering global routing at 3
* Most used logic cell in the final layout: clkdlybuf4s50_1
* Mapped Avg Cell Area at 10.9 sq um
* Core Density at Floorplan at 0.182
* Clk pwr share at 0
* Placed Cells at 250
* Worst setup margin at -2.30 ns
* Final ANT Viol Nets at 0
* Area growth syn-to-layout at 94.0%
* Critical Path RT at 12.80 ns
* Cell mode on critical path: fa_2
* Global-route wire length before repair at 5.88 mm
* Fillers at 620
* Slowest-stage cell, CP: fa_1
* Flop count at 0
* Synthesis warning total at 0
* Worst slack, placed at -3.26 ns
* Switching share of power at 0.264
* # setup viols final at 15
* NetSw at 0.0000234 W
* Setup TNS Final at -17.14 ns
* Slew Limit Fails at 0
* Initial drt markers at 2
* Share of cells above drive strength 1 at 0.346
* Critical path startpoint: a[0]
* Chip area at 10200 sq um
* CP endpoint: sum[31]
* Crit share post-route at 1.14
* Cell depth of the worst hold path at 5
* Routability congestion estimate at 0.741
* Port Buffers at 129
* Final Hold Fails at 0
* Register area at 0 sq um
* Clock buffer count at 0
==> cell type report <==
cell class | instances | share of cell area
repair buffers | 146 | 0.613
multi-input cells | 32 | 0.320
well taps | 77 | 0.0429
inverters | 10 | 0.0245
==> kinds of logic (layout without fill, tap and decap cells) <==
| family | count (synthesis) | after routing | share of synthesized area |
|---|---|---|---|
| fa+ha+maj | 32 | 32 | 0.553 |
| buf+inv | 74 | 156 | 0.447 |
==> per-layer routing <==
| layer | share of wire | track usage | vias up |
|---|---|---|---|
| met4 | 0 | 0 | 0 |
| li1 | - | - | 409 |
| met1 | 0.32 | 0.0724 | 441 |
| met2 | 0.37 | 0.107 | 112 |
| met3 | 0.31 | 0.0804 | 0 |
| met5 | 0 | 0 | - |
==> through the flow <==
| step | cell area, sq um | utilization | total power [W] | hold WS, ns |
|---|---|---|---|---|
| floorplan | 1260 | - | 0.0000471 | 6.65 |
| global placement | 2180 | 0.343 | 0.0000916 | 7.46 |
| detailed placement | 2180 | 0.343 | 0.0000920 | 7.47 |
| CTS | 2190 | 0.345 | 0.0000897 | 7.15 |
| global route | 2250 | 0.354 | 0.0000995 | 7.18 |
| finish | 2250 | 0.354 | 0.0000884 | 7.14 |
==> power by group through the flow <==
| stage | clock, W | combinational (W) | sequential [W] |
|---|---|---|---|
| final | 0 | 0.0000884 | 0 |
| after CTS | 0 | 0.0000897 | 0 |
| after global routing | 0 | 0.0000995 | 0 |
==> cell usage after synthesis <==
master / number / area [sq um]
buf_4: 64 / 480
fa_1: 32 / 641
inv_1: 10 / 37.5
==> timing repair <==
| item | in CTS | in global routing |
|---|---|---|
| buffers inserted | 8 | 7 |
| resized | 49 | 8 |
| endpoints found under the setup margin | 19 | 18 |
==> how the worst min path moves through the flow <==
stage                 start  endpoint  slack [ns]
after global routing   b[0]    sum[0]        7.18
after CTS              b[0]    sum[0]        7.15
final                  b[0]    sum[0]        7.14
==> critical path, delay by kind of cell <==
family	cells	cell delay (ns)
adder cells (fa/ha/maj)	32	11.52
buffers and inverters	6	0.39
Power and IR drop assume default switching activity.
