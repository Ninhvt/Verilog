File: flow/run.sh
#!/bin/bash
# OpenROAD 26Q1-2900-gdf79404cd8, Yosys 0.63+post, stock flow scripts
make -C /OpenROAD-flow-scripts/flow DESIGN_CONFIG=/design/flow/config.mk WORK_HOME=/design/flow/orfs finish
File: flow/config.mk
export PLATFORM = sky130hd
export DESIGN_NAME = and32
export DESIGN_NICKNAME = and32
export VERILOG_FILES = /design/flow/design.v
export SDC_FILE = /design/flow/constraint.sdc
export NUM_CORES = 4
export LEC_CHECK = 1
export CORE_AREA = 10 10 70 70
export DIE_AREA = 0 0 80 80
File: flow/constraint.sdc
current_design and32

set clk_period 1.0
set clk_io_pct 0.2

create_clock -name clk0 -period $clk_period

set non_clock_inputs [all_inputs -no_clocks]
set_input_delay [expr $clk_period * $clk_io_pct] -clock clk0 $non_clock_inputs
set_output_delay [expr $clk_period * $clk_io_pct] -clock clk0 [all_outputs]
File: flow/design.v
module and4(out,in1,in2);
	input [3:0] in1, in2;
	output [3:0] out;
	and t1(out[3], in1[3], in2[3]),
		t2(out[2], in1[2], in2[2]),
		t3(out[1], in1[1], in2[1]),
		t4(out[0], in1[0], in2[0]);
endmodule
module and8(out,in1,in2);
	input [7:0] in1, in2;
	output [7:0] out;
	and4 t1(out[7:4], in1[7:4], in2[7:4]),
		 t2(out[3:0], in1[3:0], in2[3:0]);
endmodule
module and16(out,in1,in2);
	input [15:0] in1, in2;
	output [15:0] out;
	and8 t1(out[15:8], in1[15:8], in2[15:8]),
		t2(out[7:0], in1[7:0], in2[7:0]);
endmodule
module and32(out,in1,in2);
	input [31:0] in1, in2;
	output [31:0] out;
	and16 t1(out[31:16], in1[31:16], in2[31:16]),
			t2(out[15:0], in1[15:0], in2[15:0]);
endmodule
==> flow_metrics.py <==
# Auto-generated metrics
metrics = {
    "global_routing": {
        "antenna_found_initial": 0,
        "grt_max_degree": 2,
        "grt_pass1_vias": 647,
        "grt-ovfl-total": 0,
        "grt_pass1_wl_um": 3150,
        "track_usage_pct": 6.03,
    },
    "floorplanning": {
        "std_cell_rows": 21,
        "die_w_um": 80,
        "dieHeight_um": 80,
        "coreArea_mm2": 0.00342,
        "io_pins": 96,
        "fp_util_pct": 5.86,
        "chipArea_mm2": 0.00640,
    },
    "cts": {
        "cts_hold_buf": 0,
        "post_cts_buffers": 0,
        "cts_resized": 160,
    },
    "logic_synthesis": {
        "synth_cells": 32,
        "synth_top_area_share_pct": 100,
        "yosysUniqueCellTypes": 1,
        "avgSynthCellArea_um2": 6.26,
        "yosys-stat-area_um2": 200,
        "yosysTopAreaCell": "and2_1",
        "yosysCellCount": 32,
        "ys_seq_share_pct": 0,
        "area_leaders": "and2_1 (100%)",
        "synthesis.area_um2": 200,
        "yosys_warnings": 0,
    },
    "pwr": {
        "cellPowerDensity_mw_per_mm2": 251,
        "peakVddDrop_uv": 70.5,
        "power_uw": 245,
        "p_leak_uw": 0.000575,
    },
    "worst_setup_path": {
        "crit_fanout": 1,
        "path_class": "in -> out",
        "crit_arrival_ps": 690,
        "cp-end-kind": "primary output",
        "start_kind": "input pin",
        "critPathRequiredTime_ps": 800,
    },
    "timing": {
        "min_period_ps": 886,
        "rsz0062_at_grt": "false",
        "final-setup-viol-count": 0,
        "slew_headroom_pct": 96.5,
        "fmax_mhz": 1130,
        "hold_viol_final": 0,
        "post-route-period-util_pct": 88.6,
        "maxSlewViolCount": 0,
        "fin_tns_setup_ps": 0,
        "worstMarginPinSlew_ps": 52.2,
        "whs_ps": 765,
    },
    "flow_run": {
        "drv_cap": 0,
        "warnings": 32,
    },
    "placed_design": {
        "dpl_cell_area_mm2": 0.00122,
        "gp_congestion": 0.772,
        "port_buffers": 96,
        "dp.cells": 174,
    },
    "final_layout": {
        "register_area_um2": 0,
        "synthToLayoutAreaGrowth_pct": 389,
        "layout-drive-gt1-share_pct": 25.0,
        "lay_top_count": "dlygate4sd2_1",
        "nClkBuffers": 0,
        "fin_cells": 174,
        "layout_top_cells": "dlygate4sd2_1 (64), and2_1 (32), buf_2 (32)",
        "stdcell_area_um2": 978,
        "flops": 0,
    },
    "routing": {
        "detailedRoute.firstIterationViolations": 5,
        "met1_length_um": 664,
        "vias": 553,
        "antenna_cells": 0,
        "post_drt_wl_per_cell_um": 12.4,
        "routed_wl_um": 2150,
        "drc": 0,
        "final_antenna_net_count": 0,
        "met3WireLength_um": 350,
        "wl_met2_um": 1140,
        "drtPass1Iterations": 3,
        "via_per_inst": 3.18,
        "routed.top_layer": "met3",
    },
    "outcome": {
        "status": "complete, no violations",
    },
    "worst_hold_path": {
        "worstHoldPathType": "in -> out",
    },
}
## cells by family (layout without fill, tap and decap cells)
| group | after synthesis | in the layout | share of synthesized area [%] |
|---|---|---|---|
| buffers and inverters | 0 | 96 | 0 |
| and+or+nand+nor | 32 | 32 | 100 |
## layout make-up
type                       instances  area [um^2]
tap                               46         57.6
multi-input combinational         32          200
fill                             422         2440
timing repair buffer              96          721
## per-layer routing
| layer | track usage (%) | up-vias |
|---|---|---|
| met5 | 0 | - |
| met4 | 0 | 0 |
| met3 | 3.98 | 0 |
| met2 | 11.9 | 43 |
| met1 | 5.14 | 222 |
| li1 | - | 288 |
## cells in the mapped netlist, drive strengths merged
cell	n
and2	32
## report_power, final
| group | switching [uW] | total [uW] | internal (uW) |
|---|---|---|---|
| Combinational | 47.5 | 245 | 198 |
| Clock | 0 | 0 | 0 |
| Sequential | 0 | 0 | 0 |
## final timing paths
| kind | to | startpoint | slack (ps) | cells past startpoint |
|---|---|---|---|---|
| setup / recovery | out[0] | in2[0] | 110 | 3 |
| hold / removal | out[25] | in1[25] | 760 | 3 |
## worst max-delay path, cell delays in order
cell and delay, ps:
dlygate4sd2_1 230, and2_1 140, buf_2 110
## per-stage QoR
| stage | utilization [%] | setup WS, ps |
|---|---|---|
| CTS | 28.6 | 99.9 |
| global placement | 35.7 | -461 |
| global route | 28.6 | 79.9 |
| floorplan | - | 486 |
| finish | 28.6 | 114 |
| detailed placement | 35.7 | -466 |
Power figures rest on the tool's default switching activity, not on a simulated workload.
